[design.v]
module alu(input  logic [31:0] a, b, input  logic [2:0]  f, output logic [31:0] y, output logic zero);
	wire [31:0] AorB;
	wire [31:0] AandB;
	wire [31:0] Mux1;
	wire [31:0] Mux2;
	wire [31:0] Sum;
	wire [31:0] NegB;
	wire [31:0] MuxB;
	wire [31:0] AdderOut;
	assign AorB = a | b;
	assign AandB = a & b;
	assign Mux1 = (f[0] == 1) ? AorB : AandB;
	assign NegB = ~b + 1;
	assign MuxB = (f[2] == 1) ? NegB : b;
	assign AdderOut = a + MuxB;
	assign Mux2 = (f[1] == 1) ? AdderOut : Mux1;
	assign Sum = (&f == 1) ? Mux2[31] : Mux2;
	assign y = Sum;
	assign zero = (Sum == 0) ? 1 : 0;
endmodule
[run.sh]
#!/bin/bash
# OpenROAD 26Q1-2900-gdf79404cd8, Yosys 0.63+post, stock flow scripts
make -C /OpenROAD-flow-scripts/flow DESIGN_CONFIG=/design/flow/config.mk WORK_HOME=/design/flow/orfs finish
[config.mk]
export PLATFORM = sky130hd
export DESIGN_NAME = alu
export DESIGN_NICKNAME = alu
export VERILOG_FILES = /design/flow/design.v
export SDC_FILE = /design/flow/constraint.sdc
export NUM_CORES = 4
export LEC_CHECK = 1
export CORE_UTILIZATION = 40
[constraint.sdc]
current_design alu

set clk_period 26.2
set clk_io_pct 0.2

create_clock -name clk0 -period $clk_period

set non_clock_inputs [all_inputs -no_clocks]
set_input_delay [expr $clk_period * $clk_io_pct] -clock clk0 $non_clock_inputs
set_output_delay [expr $clk_period * $clk_io_pct] -clock clk0 [all_outputs]
==> impl_metrics.yaml <==
# physical design summary
status:
  outcome: "complete, no violations"
layout:
  flop_area_um2: 0
  instances_no_fill: 681
  stdcell_area_um2: 4470
  num-clock-buffers: 0
  syn_to_final_growth_pct: 31.7
  drive_gt1_share_pct: 3.99
  seq_cells: 0
global_route:
  grt_max_degree: 51
  grt_use_met3_pct: 2.72
  grt_overflow_total: 0
  global_route.usage.met1_pct: 42.1
  grt_util_met2_pct: 44.4
  grt_first_pass_wirelength_um: 19100
  antenna_found_initial: 0
  grt_pass1_vias: 3677
  track_usage_pct: 27.8
  top_usage_layer: "met2"
route:
  n_antenna_cell: 0
  vias_per_cell: 5.95
  wl_um: 12000
  drc: 0
  via_count: 4055
  antenna_left: 0
  wl_per_cell_um: 17.6
  firstDrtPassIters: 5
  dr.first_iter.drc_count: 177
timing:
  grt_setup_unrepaired: "no"
  timing.final.crit_share_pct: 63.9
  slew_headroom_pct: 46.7
  final_hold_viol_count: 0
  max_freq_ghz: 0.0597
  setup_viol: 0
  slew_viol_final: 0
  finalSetupTns_ns: 0
  tightest_slew_ns: 0.789
  layout_min_cycle_time_ns: 16.74
logic_synthesis:
  yosys.cell_types.count: 66
  synth_warnings: 0
  syn_area_um2: 3390
  syn_inst: 493
  ys_area_um2: 3390
  avgSynthCellArea_um2: 6.89
  ys_seq_share_pct: 0
  yosys-stat-cells: 493
job:
  tool_warnings: 41
  cap_violations: 0
critical_path:
  crit_path_max_incr_delay_ns: 0.62
  crit_type: "input pin to primary output"
  crit_fanout: 7
  arrival_ns: 11.50
  end_kind: "primary output"
  worstPathCellList: "clkdlybuf4s50_1 > or3_1 > or4_4 > or3_4 > or3b_1 > o31ai_1 > xnor2_1 > ha_1 > a21oi_1 > o21a_1 > or4b_2 > a311o_1 > o2111ai_1 > o2111ai_1 > nor4_1 > nand4b_1 > a2111oi_2 > clkdlybuf4s50_1"
  required_ns: 20.96
  worstSetupStartpointType: "input pin"
  crit_slowest_cell: "or4b_2"
min_path:
  hold_path.class: "input pin to primary output"
clocking:
  post_cts_resized: 0
  post_cts_buffers: 0
  hold_buffers: 0
floorplanning:
  initial_core_util_pct: 41.3
  die_area_um2: 8860
  pin_count: 100
  dieWidth_um: 94.1
  dieHeight_um: 94.1
  core_area_um2: 8220
  rows: 33
placement:
  gp_congestion: 0.967
  post_dp_cell_area_um2: 4470
  dpl.cell_count: 681
  io_buffers: 100
  dp_hpwl_um: 9460
pwr:
  p_leak_nw: 1.67
  peakVddDrop_v: 0.0000143
  power.density_nw_per_um2: 28.9
## final timing paths
path	slack, ns	cells past startpoint	to	start
hold / removal	11.54	5	y[3]	f[0]
setup / recovery	9.46	18	zero	b[2]
## worst max-delay path, delay by kind of cell
family | cells | cell delay, ns
AOI/OAI and AO/OA | 7 | 1.73
xor gates and xnor gates | 1 | 0.19
adders and majority gates | 1 | 0.33
buffers and inverters | 2 | 0.98
and+or+nand+nor | 7 | 3.01
## through the flow
| stage | setup slack, ns | total power, mW | utilization, % | hold slack, ns |
|---|---|---|---|---|
| 4_1_cts | 9.46 | 0.129 | 54.4 | 11.54 |
| 3_3_place_gp | 9.62 | 0.129 | 54.4 | 11.53 |
| 5_1_grt | 9.05 | 0.143 | 54.4 | 11.60 |
| 2_1_floorplan | 11.19 | 0.0767 | - | 10.59 |
| 3_5_place_dp | 9.46 | 0.128 | 54.4 | 11.54 |
| 6_report | 9.46 | 0.129 | 54.4 | 11.54 |
## per-layer routing
metal	wire (µm)	share of wire, %	vias up
li1	-	-	2055
met2	5210	43	179
met5	0	0	-
met3	951	7.9	4
met1	5760	48	1817
met4	51	0.43	0
## logic make-up (layout without fill, tap and decap cells)
logic type | after synthesis | in the layout | synth area share, %
xor gates and xnor gates | 51 | 51 | 13.4
adders and majority gates | 61 | 61 | 21.3
AOI/OAI and AO/OA | 182 | 182 | 35.9
and+or+nand+nor | 158 | 158 | 24.5
buffers and inverters | 41 | 124 | 4.87
## Yosys cell counts (all sizes together) (2+ instances only)
library cell  instances  area share [%]
inv                  18             2.0
o21bai                5             1.1
clkbuf               17             1.9
a21o                 10             2.2
xnor2                39              10
a32o                  2            0.59
nand2                49             5.4
ha                   41              15
a221oi                3            0.77
a41oi                 3            0.77
xor2                 12             3.1
o32ai                 4             1.0
and2                  3            0.55
o21a                  6             1.3
o31ai                14             3.5
a21oi                49             7.4
or3                  10             2.1
or2                   2            0.37
o211ai                8             1.8
o21ai                48             7.1
or4                  10             2.5
nand4                12             2.2
a211o                 2            0.52
nor2                 26             2.9
buf                   6             1.0
o2111ai               3            0.77
nor4                  3            0.55
nor3                  9             1.3
nor3b                 2            0.44
a211oi                5             1.4
and3                  5            0.92
nand3                11             1.6
maj3                 19             5.6
a22o                  3            0.77
or4b                  2            0.59
nand2b                9             1.7
a32oi                 2            0.74
o41ai                 6             1.5
## power by group
| group | switching, mW | internal (mW) |
|---|---|---|
| sequential | 0 | 0 |
| combinational | 0.0666 | 0.0626 |
| clock | 0 | 0 |
| total | 0.0666 | 0.0626 |
## final cells by class
class / count / area, µm²
inverter: 18 / 67.6
tap: 105 / 131
timing repair buffer: 106 / 1040
multi-input combinational: 452 / 3230
fill: 811 / 3750
## layout by cell type, fill, tap and decap left out, types with 3 or more instances in the layout
master and instances:
nor4_1 3, a21o_1 10, o21ai_1 8, nor2_1 26
o41ai_1 6, a21oi_1 47, nor3_1 9, nand2_1 49
o21a_1 6, a22o_1 3, clkdlybuf4s50_1 99, a211oi_1 3
and2_1 3, and3_1 5, nand4_1 12, ha_1 41
xnor2_1 38, o32ai_1 4, a41oi_1 3, o2111ai_1 3
o21bai_1 5, or3_1 8, or4_4 3, or4_1 7
buf_4 6, o211ai_1 8, nand2b_1 9, xor2_1 12
o31ai_1 13, a221oi_1 3, maj3_1 18, nand3_1 11
inv_1 18, o21ai_0 40
Power figures rest on the tool's default switching activity, not on a simulated workload.
